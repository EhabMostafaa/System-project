[run.sh]
#!/bin/bash
# OpenROAD 26Q1-2900-gdf79404cd8, Yosys 0.63+post, stock flow scripts
make -C /OpenROAD-flow-scripts/flow DESIGN_CONFIG=/design/flow/config.mk WORK_HOME=/design/flow/orfs finish
[config.mk]
export PLATFORM = sky130hd
export DESIGN_NAME = RX_CTRL_SYS
export DESIGN_NICKNAME = RX_CTRL_SYS
export VERILOG_FILES = /design/flow/design.v
export SDC_FILE = /design/flow/constraint.sdc
export NUM_CORES = 4
export LEC_CHECK = 1
export CORE_AREA = 10 10 81 81
export DIE_AREA = 0 0 91 91
[constraint.sdc]
current_design RX_CTRL_SYS

set clk_period 1.7
set clk_io_pct 0.2

create_clock -name clk0 -period $clk_period [get_ports {CLK}]

set non_clock_inputs [all_inputs -no_clocks]
set_input_delay [expr $clk_period * $clk_io_pct] -clock clk0 $non_clock_inputs
set_output_delay [expr $clk_period * $clk_io_pct] -clock clk0 [all_outputs]
[design.v]
module RX_CTRL_SYS #(parameter DATA_WIDTH=8,
                               NUM_OF_ALU_INST=14 , ALU_FUNC_WIDTH=$clog2(NUM_OF_ALU_INST),
                               NUM_OF_REGISTERS=16, ADDRESS_WIDTH=$clog2(NUM_OF_REGISTERS))
   (
    input   wire                                     CLK,
    input   wire                                     RST,
    input   wire   [DATA_WIDTH-1:0]                  RX_P_DATA,
    input   wire                                     RX_DATA_VLD,
    input   wire                                     ALU_OUT_Valid,
    output  reg                                      WrEn,
    output  reg                                      RdEn,
    output  reg    [ADDRESS_WIDTH-1:0]               Addr,
    output  reg    [DATA_WIDTH-1:0]                  Wr_D,
    output reg                                       Gate_EN,
    output reg     [ALU_FUNC_WIDTH-1:0]              ALU_FUNC,
    output reg                                       ALU_EN     
     );
localparam  IDLE       =3'b000 ,
            RF_Wr_Addr =3'b001 ,
            RF_Wr_Data =3'b011 ,
            RF_Rd_Addr =3'b111 ,
            Wr_Oper_A  =3'b110 ,
            Wr_Oper_B  =3'b100 ,
            Wr_alu_fun =3'b101 ;
reg [2:0]                current_state , next_state ;
reg  [DATA_WIDTH-1:0]    data_saved;
reg                      Save_En; 
always @(posedge CLK or negedge RST )
  begin
     if(!RST)
       begin
         current_state<='b0;
       end
    else
       begin
         current_state<=next_state;
       end 
  end
always @(posedge CLK or negedge RST )
begin
      if (!RST) begin
        data_saved<='b0;
    end else if(Save_En) begin
        data_saved<=RX_P_DATA;
    end
end
always@(*)
  begin
                WrEn     ='b0;    
                RdEn     ='b0;
                Wr_D     ='b0;
                Gate_EN  ='b0;
                ALU_FUNC ='b0;
                Save_En  ='b0;
                ALU_EN   ='b0;
                Addr     =data_saved;
   case (current_state)           
      IDLE       : begin              
               if(RX_DATA_VLD)                           
                  begin                               
                    case(RX_P_DATA)
                       'hAA  : begin
                        next_state=RF_Wr_Addr ;             
                                end
                       'hBB  :  begin
                        next_state=RF_Rd_Addr ; 
                                end
                       'hCC  :  begin
                         next_state=Wr_Oper_A  ;
                                  end
                       'hDD  :  begin 
                        next_state=Wr_alu_fun ;
                        Gate_EN  ='b1;
                              end
                       default: begin
                        next_state=IDLE      ; 
                                end 
                     endcase                           
                  end                                   
              else                                    
                    begin                                
                       next_state=IDLE ;                    
                     end   
                 end
      RF_Wr_Addr : begin
                    if(RX_DATA_VLD)
                      begin
                        Save_En   ='b1;
                        next_state=RF_Wr_Data ;
                      end
                   else
                      begin
                        next_state=RF_Wr_Addr;   
                      end   
                   end
      RF_Wr_Data : begin
                    if(RX_DATA_VLD)
                       begin
                        WrEn      ='b1;
                        Addr      =data_saved;
                        Wr_D      =RX_P_DATA;                                   
                        next_state=IDLE;   
                       end
                    else
                       begin
                        next_state=RF_Wr_Data;   
                       end   
                  end
      RF_Rd_Addr : begin
                     if(RX_DATA_VLD)
                       begin     
                       RdEn      ='b1;
                       Addr      =RX_P_DATA;
                       next_state=IDLE;   
                          end
                    else
                       begin
                       next_state=RF_Rd_Addr;   
                       end            
      end
      Wr_Oper_A : begin
                     if(RX_DATA_VLD)
                       begin
                       WrEn      ='b1;    
                       Addr      ='b0;
                       Wr_D      = RX_P_DATA;
                       next_state= Wr_Oper_B;   
                       end
                     else
                       begin
                       next_state=Wr_Oper_A;   
                       end            
                   end     
      Wr_Oper_B : begin
                     if(RX_DATA_VLD)
                       begin
                       WrEn      = 'b1;    
                       Addr      = 'd1;
                       Wr_D      = RX_P_DATA;
                       Gate_EN   ='b1;                
                       next_state= Wr_alu_fun;   
                       end
                     else
                       begin
                       next_state= Wr_Oper_B;   
                       end            
                   end                                        
      Wr_alu_fun : begin
                     if(RX_DATA_VLD)
                       begin
                              Gate_EN  ='b1;
                              ALU_FUNC =RX_P_DATA;
                              ALU_EN   ='b1;  
                        if(ALU_OUT_Valid)
                            begin
                              next_state=IDLE;
                            end
                        else
                            begin
                               next_state=Wr_alu_fun;   
                            end
                       end
                     else
                       begin
                       next_state=Wr_alu_fun;   
                       end            
                   end     
      default    : begin
                     next_state=IDLE;       
                      WrEn     ='b0;    
                      RdEn     ='b0;
                      Addr     ='b0;
                      Wr_D     ='b0;
                      Gate_EN  ='b0;
                      ALU_FUNC ='b0;
                      ALU_EN   ='b0;
                    end      
            endcase
       end
endmodule
==> flow_metrics.py <==
# Auto-generated metrics
metrics = {
    "run_status": {
        "outcome": "finished, violations left",
        "violations": "setup timing",
    },
    "final_layout": {
        "final_cell_mix": "buf_4 (31), buf_6 (15), dlygate4sd2_1 (12)",
        "final_cell_area_um2": 1570,
        "nFillCells": 498,
        "drive_gt1_share_pct": 60.0,
        "final-comb-area_um2": 539,
        "register_area_um2": 278,
        "lay_top_count": "buf_4",
        "synthToLayoutAreaGrowth_pct": 119,
        "layout.cells.non_filler": 217,
    },
    "power_and_ir_drop": {
        "pwr-share-seq_pct": 37.2,
        "vdd_drop_max_mv": 0.313,
        "power_density_nw_per_um2": 490,
        "clockPowerShare_pct": 32.8,
        "switchingPower_uw": 195,
        "switching_share_pct": 25.3,
        "p_comb_share_pct": 30.0,
        "p_int_uw": 575,
        "leakage_uw": 0.000780,
    },
    "place": {
        "place_congestion": 0.831,
        "place_ws_ns": -0.524,
        "place_inst": 194,
        "place_hpwl_um": 1990,
        "portBuffers": 31,
        "postPlaceCellArea_um2": 1280,
    },
    "setup_path": {
        "critPathMaxFanout": 4,
        "crit_slowest_cell": "or3_4",
        "path_class": "flip-flop to primary output",
        "startpoint_type": "flip-flop",
        "r2r_cells": 4,
        "endpoint_kind": "primary output",
        "critPathMaxStageDelay_ns": 0.43,
        "crit_required_ns": 1.36,
        "cp.arrival_ns": 1.60,
        "crit_chain": "or3_4 > nor4b_4 > buf_4 > a21oi_2 > buf_2",
    },
    "synth": {
        "netlist_area_um2": 718,
        "ys_area_um2": 718,
        "ys_cells": 74,
        "ys_ff": 11,
        "yosysSeqAreaShare_pct": 38.5,
        "ys.warnings.count": 1,
        "syn_inst": 74,
        "synth_area_per_cell_um2": 9.71,
        "yosysUniqueCellTypes": 31,
    },
    "global_route": {
        "grt_pass1_vias": 930,
        "grt_start_max_net_pins": 12,
        "grt_overflow": 0,
        "grt_pass1_wl_um": 4670,
        "track_usage_pct": 6.77,
        "grt_antenna_before_repair": 0,
    },
    "clock_tree": {
        "numCtsBuffers": 3,
        "cts_tree": "done",
        "cts_sinks": 11,
        "cts_buffer_depth": 2,
        "clkTransAtPathRegs_ns": 0.05,
        "cts-root-buf": "clkbuf_8",
        "h-tree-depth": 1,
        "clk_latency_ns": 0.24,
    },
    "route": {
        "dr_total_vias": 882,
        "routed_via_density": 4.06,
        "wl_per_cell_um": 13.0,
        "drt_wl_total_um": 2820,
        "drc": 0,
        "firstDrtPassIters": 4,
        "antenna_left": 0,
        "num_antenna_cells": 0,
        "drt_iter0_drc": 40,
    },
    "timing": {
        "min_period_over_period_pct": 114,
        "finalSetupViolCount": 9,
        "skew_ns": 0.00382,
        "setup-tns-final_ns": -1.38,
        "slew_viol_final": 0,
        "rsz0062_at_grt": "yes",
        "finalCriticalPeriod_ns": 1.94,
        "worst_pin_slew_ns": 0.473,
        "slew_headroom_pct": 68.3,
        "max_freq_mhz": 516,
        "finalWorstSetupSlack_ns": -0.236,
        "hold_viol_final": 0,
    },
    "min_path": {
        "hp-class": "input port to asynchronous set/reset pin",
    },
    "die": {
        "die_x_um": 91,
        "ios": 32,
        "row_count": 25,
        "die_h_um": 91,
        "core_util_floorplan_pct": 14.9,
        "chipArea_um2": 8280,
        "coreArea_um2": 4820,
    },
    "job": {
        "tool_warnings": 27,
        "maxCapViolations": 0,
    },
}
==> final cells by class <==
type	instances	area share (%)
repair buffers	72	39.0
multi-input cells	60	34.3
flip-flops and latches	11	17.7
well taps	67	5.34
clock buffers	4	2.87
inverters	3	0.717
==> power groups by stage <==
stage / Combinational [uW] / Sequential [uW] / Clock [uW]
4_1_cts: 216 / 285 / 259
5_1_grt: 252 / 288 / 279
6_report: 231 / 287 / 253
==> per-stage QoR <==
step                      power, uW  util (%)  hold WS (ns)
after detailed placement        452      26.6         0.475
after CTS                       760      31.0         0.442
final                           770      32.6         0.432
after global placement          452      26.6         0.471
after global routing            818      32.6         0.464
after floorplan                 352         -        0.0444
==> worst max-delay path, delay by kind of cell, from the launching register on <==
kind            cells  cell delay, ns
compound gates      1            0.03
buf+inv             2            0.28
simple gates        2            0.68
flops               1            0.37
==> path summary, 6_finish.rpt <==
path / endpoint / from / slack [ns]
worst max-delay path: Addr[2] / current_state[3] / -0.24
worst min-delay path: data_saved[2] / RST / 0.43
worst max register to register: current_state[2] / current_state[0] / 0.25
worst min register to register: data_saved[1] / data_saved[1] / 0.49
max in group asynchronous: asynchronous set/reset pin / RST / 0.92
min in group clk0: data_saved[1] / data_saved[1] / 0.49
==> synthesized netlist by cell type <==
cell type	number	area, um^2
a21oi_1	4	20.0
and3_2	4	30.0
inv_2	1	3.75
nor3_1	2	10.0
a211oi_1	2	15.0
nand4bb_1	2	22.5
o22ai_1	1	6.26
nor2_1	2	7.51
o21ai_0	4	20.0
dfstp_2	1	26.3
dfrtp_1	10	250
xor2_1	1	8.76
nor4b_4	1	23.8
nand3_1	2	10.0
o2bb2ai_1	3	26.3
mux2_2	1	11.3
o21ba_2	1	10.0
nand2_1	6	22.5
mux2_1	4	45.0
and2_1	9	56.3
inv_1	2	7.51
clkbuf_1	1	3.75
a22oi_1	1	7.51
o41ai_2	1	16.3
or3_4	1	11.3
o21ai_1	2	10.0
and2_2	1	7.51
o31a_1	1	8.76
or2_1	1	6.26
nand2b_1	1	6.26
or4_1	1	7.51
==> timing repair <==
action / 4_1_cts / 5_1_grt
setup endpoints to repair: 21 / 12
pin swaps: 16 / 7
cloned: 1 / 0
gates resized: 76 / 24
hold buffers: 0 / 0
buffers inserted: 19 / 2
==> layer usage <==
metal | vias to the layer above | track usage, % | routed length [um]
li1 | 428 | - | -
met1 | 419 | 9.65 | 1390
met2 | 30 | 9.55 | 1200
met3 | 5 | 2.90 | 214
met4 | 0 | 0.783 | 17
met5 | - | 0 | 0
==> kinds of logic (layout without fill, tap and decap cells) <==
family,Yosys count,count (layout),share of synthesized area [%]
muxes,5,5,7.84
and+or+nand+nor,33,34,30.8
xor gates and xnor gates,1,1,1.22
DFF,11,11,38.5
AOI/OAI and AO/OA,20,20,19.5
buffers and inverters,4,79,2.09
Power is estimated from default activity; no workload was simulated.
