`./config.mk`:
```
export PLATFORM = sky130hd
export DESIGN_NAME = ALU_SYS
export DESIGN_NICKNAME = ALU_SYS
export VERILOG_FILES = /design/flow/design.v
export SDC_FILE = /design/flow/constraint.sdc
export NUM_CORES = 4
export LEC_CHECK = 1
export CORE_UTILIZATION = 50
```
`./constraint.sdc`:
```
current_design ALU_SYS

set clk_period 1.0
set clk_io_pct 0.2

create_clock -name clk0 -period $clk_period [get_ports {CLK}]

set non_clock_inputs [all_inputs -no_clocks]
set_input_delay [expr $clk_period * $clk_io_pct] -clock clk0 $non_clock_inputs
set_output_delay [expr $clk_period * $clk_io_pct] -clock clk0 [all_outputs]
```
`./design.v`:
```
module ALU_SYS #(parameter DATA_WIDTH =8 , ALU_FUNC_WIDTH=4,ALU_OUT_WIDTH=16) 
     (
        input  wire                             CLK,
        input  wire                             RST,
        input  wire    [DATA_WIDTH-1:0]         A,
        input  wire    [DATA_WIDTH-1:0]         B,
        input  wire                             Enable,
        input  wire    [ALU_FUNC_WIDTH-1:0]     ALU_FUNC,
        output reg     [ALU_OUT_WIDTH-1:0]      ALU_OUT,
        output reg                              OUT_VALID
     );
   reg     [ALU_OUT_WIDTH-1:0]         alu_out_comb;
always @(posedge CLK or negedge RST ) 
  begin
   if(!RST)
     begin
       ALU_OUT<='b0;
       OUT_VALID<='b0;
     end
   else if(Enable)
      begin
        ALU_OUT<=alu_out_comb;
        OUT_VALID<='b1;
      end
   else     
      begin
       ALU_OUT<='b0;             
       OUT_VALID<='b0;
      end  
  end
always@(*)
   begin
     alu_out_comb='b0; 
           case (ALU_FUNC)    
           4'b0000:begin
                    alu_out_comb= A + B ;
                    end          
           4'b0001:begin
                    alu_out_comb= A - B ; 
                    end          
           4'b0010:begin
                    alu_out_comb= A * B ;
                    end          
           4'b0011:begin
                    alu_out_comb= A / B ;
                    end 
           4'b0100:begin
                    alu_out_comb= A & B ;
                    end          
           4'b0101:begin
                    alu_out_comb= A | B ;
                    end          
           4'b0110:begin
                    alu_out_comb= ~( A & B );
                    end          
           4'b0111:begin
                    alu_out_comb= ~( A | B );
                    end          
           4'b1000:begin
                    alu_out_comb= A ^ B ;
                    end          
           4'b1001:begin
                    alu_out_comb= ~( A ^ B );
                    end          
           4'b1010:begin
                      if(A==B)
                    alu_out_comb='b1;
                       else
                    alu_out_comb='b0;   
                     end          
           4'b1011:begin
                      if(A>B)
                    alu_out_comb='b1;
                       else
                    alu_out_comb='b0;   
                    end          
           4'b1100:begin
                       if(A<B)
                    alu_out_comb='b1;
                       else
                    alu_out_comb='b0;   
                   end          
           4'b1101:begin
                    alu_out_comb= A >> 1;
                    end          
           4'b1110:begin
                    alu_out_comb= A << 1;
                    end          
           default:begin
                    alu_out_comb= 'b0;
                   end 
    endcase
   end
endmodule
```
`./run.sh`:
```
#!/bin/bash
# OpenROAD 26Q1-2900-gdf79404cd8, Yosys 0.63+post, stock flow scripts
make -C /OpenROAD-flow-scripts/flow DESIGN_CONFIG=/design/flow/config.mk WORK_HOME=/design/flow/orfs finish
```
==> impl_metrics.csv <==
group,metric,value,unit
status,status,"aborted with a tool error",
status,flow.stopped_at,"global routing",
status,error_line,"[ERROR GRT-0232] Routing congestion too high. Check the congestion heatmap in the GUI.",
floorplan,die_w,138,um
clock_tree,clock_sinks,17,
logic_synthesis,edf_count,0,
timing,endpoint_type,"register data pin",
logic_synthesis,synth.area.top_cells,"ha_1, fa_1, nor2_1",
logic_synthesis,yosys.area.top_type,"ha_1",
logic_synthesis,common_cells,"ha_1, nor2_1, nand2_1, inv_1, a21oi_1",
place,gp_congestion,0.994,
logic_synthesis,ys_area,9280,um^2
timing,crit_endpoint,"ALU_OUT[0]$_DFF_PN0_/D",
place,port_buffers,39,
logic_synthesis,syn_area,9280,um^2
logic_synthesis,synth-seq-cells,17,
place,place_hpwl,25300,um
logic_synthesis,synthDistinctLibCells,90,
clock_tree,clk_path_buf_depth,2,
logic_synthesis,yosys_cells,1255,
floorplan,die_y,138,um
logic_synthesis,async_reset_ff_share,100,%
logic_synthesis,ys_seq_share,4.58,%
floorplan,fp_util,51.3,%
logic_synthesis,synth_cells,1255,
logic_synthesis,synth.most_common_cell,"ha_1",
global_routing,grt_max_degree,23,
logic_synthesis,flop_cell,"dfrtp_1",
clock_tree,cts_buffers,3,
clock_tree,clockRootBuffer,"clkbuf_16",
floorplan,ioPinCount,40,
place,dp_slack,-23.85,ns
logic_synthesis,syn_area_per_cell,7.40,um^2
clock_tree,htreeDepth,1,
logic_synthesis,yosys_warnings,1,
floorplan,rows,49,
logic_synthesis,top_area_share,22.0,%
timing repair:
item / in CTS
endpoints found under the setup margin: 33
cloned: 0
buffers inserted: 140
hold buffers: 0
resized: 154
pin swaps: 69
cell families after synthesis:
group / count (synthesis) / share of synthesized area [%]
XOR/XNOR: 55 / 5.19
multiplexers: 29 / 3.37
buffers and inverters: 140 / 6.01
flip-flops: 17 / 4.58
other: 1 / 0.0404
adder cells (fa/ha/maj): 201 / 30.2
AND/OR/NAND/NOR: 426 / 21.9
AND-OR/OR-AND: 386 / 28.8
through the flow:
| step | cells | instance area (um^2) | utilization (%) |
|---|---|---|---|
| after floorplan | 1262 | 9740 | - |
| after global placement | 1929 | 13500 | 74.5 |
| after detailed placement | 1929 | 13500 | 74.5 |
| after CTS | 2073 | 14900 | 82.4 |
