File: flow/run.sh
#!/bin/bash
# OpenROAD 26Q1-2900-gdf79404cd8, Yosys 0.63+post, stock flow scripts
make -C /OpenROAD-flow-scripts/flow DESIGN_CONFIG=/design/flow/config.mk WORK_HOME=/design/flow/orfs finish
File: flow/config.mk
export PLATFORM = sky130hd
export DESIGN_NAME = REG_FILE_SYS
export DESIGN_NICKNAME = REG_FILE_SYS
export VERILOG_FILES = /design/flow/design.v
export SDC_FILE = /design/flow/constraint.sdc
export NUM_CORES = 4
export LEC_CHECK = 1
export CORE_UTILIZATION = 50
File: flow/constraint.sdc
current_design REG_FILE_SYS

set clk_period 2.3
set clk_io_pct 0.2

create_clock -name clk0 -period $clk_period [get_ports {CLK}]

set non_clock_inputs [all_inputs -no_clocks]
set_input_delay [expr $clk_period * $clk_io_pct] -clock clk0 $non_clock_inputs
set_output_delay [expr $clk_period * $clk_io_pct] -clock clk0 [all_outputs]
File: flow/design.v
module REG_FILE_SYS #(parameter ADDRESS_WIDTH=4 , DATA_SIZE=8 , DEPTH=16)
     (  input  wire                         CLK,
        input  wire                         RST,
        input  wire  [ADDRESS_WIDTH-1:0]    Address,
        input  wire                         WrEn,
        input  wire                         RdEn,
        input  wire  [DATA_SIZE-1:0]        WrData,
        output reg   [DATA_SIZE-1:0]        RdData,
        output reg                          RdData_Valid,
        output wire  [DATA_SIZE-1:0]        REG0,       
        output wire  [DATA_SIZE-1:0]        REG1,       
        output wire  [DATA_SIZE-1:0]        REG2,       
        output wire  [DATA_SIZE-1:0]        REG3       
             );
reg [DATA_SIZE-1:0] reg_file [DEPTH-1:0];
integer i;
 always @(posedge CLK or negedge RST ) 
  begin
     RdData_Valid<='b0;
     RdData<='b0;
    if(!RST)
       begin
       for (i =0 ; i<DEPTH ; i=i+1 ) 
       begin
        if(i==2)
             begin
               reg_file[i]<='b001000_01;         
             end  
        else if(i==3)
              begin
               reg_file[i]<='b0000_1000;
              end  
        else 
              begin
               reg_file[i]<='b0;
              end      
       end 
       end
    else if (WrEn && !RdEn)
      begin
       reg_file[Address]<=WrData;   
      end 
    else if (RdEn && ! WrEn)
      begin
          RdData<=reg_file[Address];
          RdData_Valid<='b1;
      end
    else
      begin
          RdData_Valid<='b0;
      end
  end
assign REG0 = reg_file[0];
assign REG1 = reg_file[1];
assign REG2 = reg_file[2];
assign REG3 = reg_file[3];
endmodule
==> impl_metrics.toml <==
# implementation run metrics
[clock_tree]
cts_setup_buffers = 0
cts_tree = "yes"
clock_tree.root_cell = "clkbuf_16"
clock_path_buffers = 2
clock_sinks = 137
clock_latency_ps = 410
path_clk_slew_ps = 50
cts-buffers-inserted = 17
h-tree-depth = 4

[pwr]
leakagePower_uw = 0.00358
vdd_drop_max_mv = 0.648
power.density_mw_per_mm2 = 890

[yosys]
flop_cell = "dfrtp_1"
syn_area_per_cell_um2 = 12.8
ys_sh_mux_pct = 25.3
xor_area_share_pct = 0
synth-edff-count = 0
yosys.area.top_type = "dfrtp_1"
synth_area_mm2 = 0.00626
top_cell_area_share_pct = 53.6
synth.most_common_cell = "dfrtp_1"
yosys-top-cells-count = "134 x dfrtp_1, 126 x mux2_2, 33 x a22oi_1"
async_flop_share_pct = 100
synth.comb.largest_family = "multiplexers"
ys_sh_simple_pct = 6.88
yosys_cells = 489
synth-compound-area-share_pct = 9.88
ys.flops = 137
syn-instance-count = 489
yosysUniqueCellTypes = 39
fa_ha_area_share_pct = 0
ys_seq_share_pct = 54.8
synthTopCellsByArea = "dfrtp_1 54%, mux2_2 23%, a22oi_1 4.0%"
ys_chip_area_mm2 = 0.00626
yosys_warnings = 2

[job]
maxCapViolations = 0
warnings = 25

[die]
io-pin-count = 57
dieArea_mm2 = 0.0130
fp-row-count = 40
initCoreUtil_pct = 51.7
coreArea_mm2 = 0.0121
die_w_um = 114
die-height_um = 114

[timing]
holdWs_ps = 42.6
hold_viol_final = 0
fmax_mhz = 464
fin_crit_sh_pct = 93.8
rsz0062_at_grt = "no"
final-setup-viol-count = 0
fin_crit_ps = 2160
relSlewSlack_pct = 60.4
slew_violations = 0
worst_slack_ps = 143
worst_pin_slew_ps = 592
skew_ps = 4.67
setup-tns-final_ps = 0

[cells_and_area]
syn_to_final_growth_pct = 29.1
fin_cells = 773
drive_gt1_share_pct = 39.7

[outcome]
status = "completed"

[route]
ant_nets = 0
drc = 0
wl_um = 16700
drtIter0Drc = 306
wire_per_inst_um = 21.6
via_per_inst = 5.67
n_antenna_cell = 0
drt_pass1_iterations = 4
via_count = 4384

[global_route]
grt_pass1_wl_um = 26800
antenna_found_initial = 0
grt_usage_pct = 29.4
grt_pass1_vias = 4711
grt-ovfl-total = 0
grt_max_degree = 55

[worst_setup_path]
r2r_setup_slack_ps = 540
cp.required_ps = 2590
crit_type = "in -> reg"
path_max_fanout = 7
start_kind = "input port"
arrival_ps = 2450
worst_setup_path_end_kind = "register"

[place]
port-buffer-count = 56
dpl.cell_count = 741
dp_hpwl_um = 11400
preCtsSetupSlack_ps = -541
place_congestion = 0.916

[min_path]
hold_path.class = "in -> async"
[cells by family after synthesis]
group,Yosys count
compound gates,94
buf+inv,36
flops,137
mux,142
simple gates,80
[cell type report]
class	count	area, um2
clock buffer	24	502
clock inverter	7	138
fill	913	4040
inverter	7	26.3
multi-input combinational	316	2670
sequential	137	3430
tap	168	210
timing repair buffer	114	1100
[placed cells by master (no fill, tap or decap), types with 3 or more instances in the layout]
master / n
dfrtp_1: 134
mux2_2: 126
clkdlybuf4s50_1: 55
buf_4: 50
a22oi_1: 33
nand2_1: 23
nor2_1: 19
a21oi_1: 17
clkbuf_16: 17
o22ai_1: 16
o21ai_0: 14
mux2i_1: 11
buf_12: 8
inv_1: 7
nor2_2: 6
nand2_2: 5
mux2_1: 5
clkbuf_8: 5
nand2b_1: 4
bufinv_16: 4
and2_1: 3
nor3_1: 3
a31oi_1: 3
nor2b_1: 3
a2111oi_2: 3
nand3_2: 3
dfstp_2: 3
[flip-flops by register name, summed over array words and instances (netlist names)]
register      count
reg_file        128
RdData            8
RdData_Valid      1
[power breakdown]
| group | switching, uW | internal, uW | total, uW |
|---|---|---|---|
| Clock | 953 | 1950 | 2900 |
| Combinational | 429 | 711 | 1140 |
| Sequential | 282 | 2860 | 3150 |
[worst max-delay path: stages]
cell             delay [ps]
clkdlybuf4s50_1         550
buf_4                   200
inv_1                   120
nand2_1                 170
nor2_1                  150
a2111oi_2               530
buf_4                   190
a21oi_1                  60
[layer usage]
metal / vias to the layer above / track usage (%) / share of wire (%)
li1: 2000 / - / -
met1: 2263 / 45.5 / 45
met2: 113 / 43.9 / 46
met3: 8 / 10.0 / 8.0
met4: 0 / 3.29 / 0.94
met5: - / 0 / 0
[final timing paths]
check,start,end,depth (start not counted)
setup / recovery,Address[2],RdData[1]$_DFF_PN0_,8
hold / removal,RST,reg_file[11][2]$_DFFE_PN0P_,2
setup reg to reg,reg_file[15][1]$_DFFE_PN0P_,RdData[1]$_DFF_PN0_,5
hold reg to reg,reg_file[4][7]$_DFFE_PN0P_,reg_file[4][7]$_DFFE_PN0P_,1
max in group asynchronous,RST,reg_file[3][3]$_DFFE_PN1P_,2
min in group clk0,reg_file[4][7]$_DFFE_PN0P_,reg_file[4][7]$_DFFE_PN0P_,1
[metrics by stage]
step	cell area [um2]	utilization (%)	power, uW
CTS	8060	66.5	7240
global placement	7380	60.9	4280
floorplan	6260	-	3680
finish	8080	66.7	7190
detailed placement	7380	60.9	4300
global route	8080	66.7	7510
[timing repair]
item                       in CTS  in global routing
hold endpoints to repair       40                  0
gates resized                   6                  3
cloned                          0                  0
pin swaps                       0                  1
hold buffers                    1                  0
setup endpoints to repair      12                  3
Power is estimated from default activity; no workload was simulated.
